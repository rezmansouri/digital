**./design.v**
```verilog
module Adder(
    input1, input2,
    resultOutput);
    parameter n = 64;
    input [n-1:0] input1, input2;
    output [n:0] resultOutput;
    wire [n-1:0] P, G;
    wire [n:0] C;
    assign C[0] = 1'b0;
    assign resultOutput[n] = C[n];
    genvar i;
    generate
        for (i = 0; i < n; i = i+1)
            begin
                assign P[i] = input1[i] | input2[i];
                assign G[i] = input1[i] & input2[i];
                assign C[i+1] = G[i] | (P[i] & C[i]);
                assign resultOutput[i] = input1[i] ^ input2[i] ^ C[i];
            end
    endgenerate
endmodule
module AdderTestbench;
    parameter n = 64;
    reg [n-1:0] input1;
    reg [n-1:0] input2;
    wire [n:0] result;
    Adder#(n) adder(X, Y, result);
    initial
        begin
            input1 = 'd64;
            input2 = 'd32;
            #10;
            input1 = 'd5200;
            input2 = 'd1000;
        end
endmodule
```
**./run.sh**
```bash
#!/bin/bash
# OpenROAD 26Q1-2900-gdf79404cd8, Yosys 0.63+post, stock flow scripts
make -C /OpenROAD-flow-scripts/flow DESIGN_CONFIG=/design/flow/config.mk WORK_HOME=/design/flow/orfs finish
```
**./config.mk**
```make
export PLATFORM = sky130hd
export DESIGN_NAME = Adder
export DESIGN_NICKNAME = Adder
export VERILOG_FILES = /design/flow/design.v
export SDC_FILE = /design/flow/constraint.sdc
export NUM_CORES = 4
export LEC_CHECK = 1
export CORE_UTILIZATION = 30
```
**./constraint.sdc**
```tcl
current_design Adder

set clk_period 18.9
set clk_io_pct 0.2

create_clock -name clk0 -period $clk_period

set non_clock_inputs [all_inputs -no_clocks]
set_input_delay [expr $clk_period * $clk_io_pct] -clock clk0 $non_clock_inputs
set_output_delay [expr $clk_period * $clk_io_pct] -clock clk0 [all_outputs]
```
==> out/results.txt <==
Synth cell count leaders -> 63 x fa_1, 5 x inv_1, 1 x ha_1
Die width -> 67.6 um
Cell area leaders -> fa_1 98%, inv_1 1.5%, ha_1 0.97%
First error -> [ERROR DPL-0036] Detailed placement failed.
Synth Seq Share -> 0
# Cells Yosys -> 69
Cells after Synth -> 69
Last stage -> detailed placement (3_5_place_dp)
Initial core utilization -> 0.319
Warnings from Yosys -> 0
Vertical die size -> 67.6 um
Yosys cell types -> 3
Cell type with the largest total area -> fa_1
Status -> did not finish
Synth top cell by count -> fa_1
Io pins -> 193
Port-buffer cells -> 193
Synthesized area -> 1290 sq um
Rows -> 23
Yosys top cell area share -> 0.976
Gp weighted congestion -> 0.868
YS chip area -> 1290 sq um
Synth Area per Inst -> 18.7 sq um
## per-stage QoR
stage	TNS, ps	total power [W]	setup slack [ps]
global placement	-215490	0.000115	-11700
floorplan	-172500	0.0000133	-10340
## cells by family after synthesis
logic type / share of synthesized area
buffers and inverters: 0.0145
adders and majority gates: 0.985
Power and IR drop assume default switching activity.
